File: design/flow/config.mk
export PLATFORM = sky130hd
export DESIGN_NAME = main
export DESIGN_NICKNAME = main
export VERILOG_FILES = /design/flow/design.v
export SDC_FILE = /design/flow/constraint.sdc
export NUM_CORES = 4
export LEC_CHECK = 1
export CORE_UTILIZATION = 40
File: design/flow/constraint.sdc
current_design main

set clk_period 3.8
set clk_io_pct 0.2

create_clock -name clk0 -period $clk_period [get_ports {clk}]

set non_clock_inputs [all_inputs -no_clocks]
set_input_delay [expr $clk_period * $clk_io_pct] -clock clk0 $non_clock_inputs
set_output_delay [expr $clk_period * $clk_io_pct] -clock clk0 [all_outputs]
File: design/flow/design.v
module coder_action
#(parameter dn = 3'b000, A1 = 3'b001, up = 3'b010, A2 = 3'b011, 
r1 = 3'b100, r2 = 3'b101, nothing = 3'b110)
(input wire [2:0] data,
output wire [6:0] seg1_action,
output wire [6:0] seg2_action);
reg [6:0]code1;
reg [6:0]code2;
assign seg1_action=code1;
assign seg2_action=code2;
always @*
begin
case(data)
  dn:
  begin
    code1 = 7'b0100001;
    code2 = 7'b0101011;
  end
  A1:
  begin
    code1 = 7'b0001000; 
    code2 = 7'b1111001;
  end
  up: 
  begin
    code1 = 7'b1000001;
    code2 = 7'b0001100;
  end
  A2:
  begin
    code1 = 7'b0001000;
    code2 = 7'b0100100;
  end
  r1:
  begin
    code1 = 7'b0101111;
    code2 = 7'b1111001;
  end
  r2:
  begin
    code1 = 7'b0101111;
    code2 = 7'b0100100;
  end
  nothing:
  begin
    code1 = 7'b1111111;
    code2 = 7'b1111111;
  end
  default:
  begin
    code1 = 7'b1111111;
    code2 = 7'b1111111;
  end
endcase
end
endmodule
module coder_height
(input wire [2:0] data,
output wire [6:0] seg_height);
reg [6:0]code;
assign seg_height=code;
always @*
case(data)
  3'b000: code = 7'b1000000;
  3'b001: code = 7'b1111001;
  3'b010: code = 7'b0100100;
  3'b011: code = 7'b0110000;
  3'b100: code = 7'b0011001;
  3'b101: code = 7'b0010010;
  3'b110: code = 7'b0000010;
  3'b111: code = 7'b1111000;
  default: code = 7'b1111111;
endcase
endmodule
module coder_mode
(input wire [1:0] data,
output wire [6:0] seg_mode);
reg [6:0]code;
assign seg_mode=code;
always @*
case(data)
  2'b00: code = 7'b1000000;  
  2'b01: code = 7'b1111001;  
  2'b10: code = 7'b0100100;  
  2'b11: code = 7'b0110000;  
  default: code = 7'b1111111;
endcase
endmodule
module count_div2
#(parameter N=29,M=29'd25000000)  
(input wire clk,
output reg sync = 0); 
reg [N-1:0]cnt=0;
wire [N-1:0]cnt_next;
assign cnt_next = cnt + 1'b1;
always@(posedge clk) begin
  cnt <= cnt_next;
  sync <= sync;
  if (cnt == M-1) begin
    cnt <= 0;
    sync <= ~sync;
  end
end
endmodule
module main
(input wire clk, reset, hooked, unhooked, write_mode,
input wire [1:0]mode_in,
output wire [6:0]out_mode, 
output wire [6:0] out1_action, 
output wire [6:0] out2_action, 
output wire [6:0] out_height);
wire [1:0] mode;
wire [2:0] action;
wire [2:0] height;
wire sdiv;
count_div2 m1(.clk(clk) ,.sync(sdiv));
moore m2(.clk(sdiv), .reset(reset), .mode_out(mode), .mode_in(mode_in), .hooked(hooked), .unhooked(unhooked), .action(action), .height(height), .write_mode(write_mode));
coder_mode m3(.data(mode), .seg_mode(out_mode));
coder_height m4(.data(height), .seg_height(out_height));
coder_action m5(.data(action), .seg1_action(out1_action), .seg2_action(out2_action));
endmodule
module moore
#(parameter down_to = 3'd0, up_to = 3'd4, start_height = 3'd6, turn_time = 3'd3, 
dn = 3'b000, A1 = 3'b001, up = 3'b010, A2 = 3'b011, 
r1 = 3'b100, r2 = 3'b101, nothing = 3'b110)
(input clk, reset, hooked, unhooked, write_mode,
input [1:0]mode_in,  
output reg [1:0] mode_out, 
output reg [2:0] action, 
output reg [2:0] height);
reg [3:0] state;
reg [2:0] cnt;
reg return_crane=0;
parameter Res = 0, S1 = 1, S2 = 2, S3 = 3, S4 = 4, S5 = 5, S6 = 6, S7 = 7, S8 = 8, S9 = 9;
always @(posedge clk or posedge reset)
begin
  if (reset)
    state <= Res;
  else begin
  case (state)
    Res:
      state <= S1;
    S1:
      begin
	if (return_crane) begin
	  return_crane <= 1'b0;
	end
	if (write_mode) begin
			 return_crane <= 1'b0;
          state <= S2;
	     end
      end 
    S2:
      begin
      if (!return_crane) begin
        if(cnt == turn_time)
          state <= S3;
        if (mode_out == mode_in) begin
          state <= S5;
	end
      end
      else begin
        if(cnt == turn_time)
          state <= S3;
        if (mode_out == 2'd0)
          state <= S1;
        end
      end
    S3:
      begin
      if (!return_crane) begin
        if(cnt == turn_time)
          state <= S4;
        if (mode_out == mode_in) begin
          state <= S5;
	end
      end
      else begin
        if(cnt == turn_time)
          state <= S4;
        if (mode_out == 2'd0)
          state <= S1;
        end
      end
    S4:
      begin
      if (!return_crane) begin
        if(cnt == turn_time || mode_out == mode_in) begin
          state <= S5;
        end
      end
      else begin
        if(cnt == turn_time || mode_out == 2'd0) begin
          state <= S1;
	end
      end
      end
    S5:
      if (height == down_to) begin
        state <= S6;
      end
    S6:
      if (hooked == 1'b1) begin
        state <= S7;
      end
    S7:
      if (height == up_to) begin
        state <= S8;
      end
    S8:
      if (unhooked == 1'b1) begin
        state <= S9;
      end
    S9:
      if (height == start_height) begin
        return_crane <= 1'b1;
        state <= S2;
      end
    default:
      state <= Res;
    endcase
  end
end
always @(posedge clk)
 begin
  case(state)
    Res:
      begin
        cnt <= 3'd0;
		  action <= nothing;
		  mode_out <= 2'd0;
		  height <= start_height;
      end
	 S1:
	 begin
	 if (write_mode || return_crane)
         action <= nothing;
	 if (write_mode) 
			height <= start_height;
	 end
    S2:
      if (cnt == turn_time) begin
        cnt <= 3'd0;
        mode_out <= mode_out + 2'd1;
      end
      else if (mode_out != mode_in || return_crane == 1'b1) begin
        cnt <= cnt + 3'd1;
      end
    S3:
      if (cnt == turn_time) begin
        cnt <= 3'd0;
        mode_out <= mode_out + 2'd1;
      end
      else if (mode_out != mode_in || return_crane == 1'b1) begin
        cnt <= cnt + 3'd1;
      end
    S4:
      if (cnt == turn_time) begin
        cnt <= 3'd0;
        mode_out <= mode_out + 2'd1;
      end
      else if (mode_out != mode_in || return_crane == 1'b1) begin
        cnt <= cnt + 3'd1;
      end
    S5:
    begin
      if (action != dn)
	action <= dn;
      if (height != down_to) begin
        height <= height - 3'd1;
      end
		else begin
		  action <= A1;
		end
    end
    S6:
	 begin
      if (action != A1)
        action <= A1;
		if (hooked == 1'b1)
		  action <= up;
	 end
    S7:
    begin
      if (action != up)
	action <= up;
      if (height != up_to) begin
        height <= height + 3'd1;
      end
		else begin
        action <= A2;
      end
    end
    S8:
		begin
      if (action != A2)
        action <= A2; 
		if (unhooked == 1'b1) begin
        action <= r1;
      end
		end
    S9:
    begin
      if (action != r1)
	action <= r1;
      if (height > start_height) begin
        height <= height - 3'd1;
      end
      else if (height < start_height) begin
        height <= height + 3'd1;
      end
		else begin
		  action <= r2;
		end
    end
  endcase
end
endmodule
File: design/flow/run.sh
#!/bin/bash
# OpenROAD 26Q1-2900-gdf79404cd8, Yosys 0.63+post, stock flow scripts
make -C /OpenROAD-flow-scripts/flow DESIGN_CONFIG=/design/flow/config.mk WORK_HOME=/design/flow/orfs finish
==> flow_metrics.env <==
# implementation run metrics
export IMPL_die_area_sq_um=8040
export IMPL_tool_warnings=35
export IMPL_fmax_mhz=495
export IMPL_diodes=0
export IMPL_reg2reg_from="m1.cnt[7]"
export IMPL_first_pass_iters=4
export IMPL_htree_levels=2
export IMPL_path_delay_family="simple AND/OR/NAND/NOR gates"
export IMPL_drt_wl_total_microns=5490
export IMPL_yosys_stat_seqShare=0.443
export IMPL_synth_cells=335
export IMPL_edf_count=13
export IMPL_drc=0
export IMPL_crit_slowest_cell="or4_1"
export IMPL_reg2reg_to="m1.cnt[16]"
export IMPL_hold_path_depth=1
export IMPL_lay_top_count="dfxtp_1"
export IMPL_portBuffers=33
export IMPL_ff_type="dfxtp_1"
export IMPL_path_clk_slew_ns=0.06
export IMPL_fp_row_count=31
export IMPL_untimed_endpoints=67
export IMPL_detail_route_antenna_nets=0
export IMPL_fp_coreArea_sq_um=7330
export IMPL_finalClockPeriodUsage=0.531
export IMPL_hold_path_end="m1.cnt[28]"
export IMPL_grt_pass1_vias=2126
export IMPL_synthToLayoutAreaGrowth_pct=15.5
export IMPL_drv_slew=0
export IMPL_grt_overflow_total=0
export IMPL_postCtsHoldBufs=0
export IMPL_postSynth_asyncResetShare=0.169
export IMPL_status="finished, final reports clean"
export IMPL_syn_avg_cell_area_sq_um=9.18
export IMPL_clkLatencyLatePin_ns=0.28
export IMPL_drt_iter0_markers=80
export IMPL_dieWidth_microns=89.7
export IMPL_antenna_found_initial=0
export IMPL_place_inst=456
export IMPL_finalNonFillerCells=464
export IMPL_required_ns=3.96
export IMPL_num_io_pins=35
export IMPL_max_vdd_ir_drop_mv=0.281
export IMPL_critPathMaxStageDelay_ns=0.50
export IMPL_cp_end_kind="flop"
export IMPL_cts_buffers=5
export IMPL_finClkSkew_ns=0.00345
export IMPL_fp_util=0.420
export IMPL_avgViaCountPerCell=5.05
export IMPL_cts_root_buf="clkbuf_8"
export IMPL_cts_tree="done"
export IMPL_ys_seq_elements=59
export IMPL_postCtsSetupRepairBufs=0
export IMPL_ys_types=55
export IMPL_grt_use_total=0.151
export IMPL_setup_viol=0
export IMPL_detailed_place_area_sq_um=3470
export IMPL_critical_path_class="flop to flop"
export IMPL_post_cts_resized=0
export IMPL_start_kind="flop"
export IMPL_unclocked_regs=29
export IMPL_crit_arrival_ns=2.18
export IMPL_gp_congestion=0.878
export IMPL_cp_buffers_inverters=0
export IMPL_vias=2342
export IMPL_ys_cells=335
export IMPL_final_hold_viol_count=0
export IMPL_die_h_microns=89.7
export IMPL_rsz0062_at_grt="false"
export IMPL_stdcell_area_sq_um=3550
export IMPL_p_leak_nw=1.39
export IMPL_min_from="m1.cnt[28]"
export IMPL_critPathMostFrequentCell="or4_1"
export IMPL_power_density_nw_per_um2=162
export IMPL_grt_pass1_wl_microns=9360
export IMPL_ys_warn_count=5
export IMPL_min_path_type="flop to flop"
export IMPL_wl_per_cell_microns=11.8
export IMPL_ys_area_sq_um=3080
export IMPL_dp_hpwl_microns=4260
export IMPL_tightest_slew_ns=0.685
export IMPL_relSlewSlack=0.540
export IMPL_mostFrequentLayoutCells="dfxtp_1 (36), nor2_1 (34), clkdlybuf4s50_1 (33)"
export IMPL_finalSetupTns_ns=0
export IMPL_grt_max_degree=31
export IMPL_reg2reg_slack_ns=1.78
export IMPL_path_cells="or4_1 -> or4_1 -> or2_1 -> a21oi_1 -> mux2i_1"
export IMPL_drive_gt1_frac=0.0630
export IMPL_crit_fanout=8
export IMPL_period_needed_ns=2.02
export IMPL_maxCapViolations=0
export IMPL_cts_buffer_depth=2
export IMPL_rr_worst_depth=5
export IMPL_netlist_area_sq_um=3080
## cell usage after synthesis (all sizes together) (2+ instances only)
cell type	count	share of area
nor2	34	0.041
nand2	31	0.038
nor4	5	0.012
a211oi	2	0.0049
nand4b	2	0.0057
dfxtp	36	0.23
nand2b	5	0.010
or2	6	0.012
xor2	14	0.040
nand4	9	0.018
mux2i	6	0.020
buf	8	0.018
inv	23	0.028
dfrtp	9	0.073
nor3	11	0.018
a21o	5	0.012
or4	2	0.0049
ha	16	0.065
or3b	2	0.0057
and3	2	0.0041
a21oi	15	0.024
xnor2	11	0.031
mux2	3	0.011
o21ai	9	0.016
a31oi	2	0.0041
and2	5	0.010
nand3	20	0.033
o21bai	2	0.0049
clkbuf	7	0.0089
edfxtp	13	0.13
nor2b	3	0.0061
a22o	2	0.0057
## per-stage QoR
stage,setup WS [ns],power [mW],hold slack [ns],util
after floorplan,1.86,0.336,0.424,-
after global placement,1.84,0.345,0.455,0.474
after detailed placement,1.81,0.345,0.457,0.474
after CTS,1.80,0.583,0.466,0.485
after global routing,1.69,0.597,0.485,0.485
final,1.78,0.577,0.455,0.485
## report_power, final
group | internal, mW | switching (mW)
Sequential | 0.317 | 0
Clock | 0.130 | 0.109
Combinational | 0.0105 | 0.0105
## worst max-delay path by stage
stage	depth (start not counted)	slack [ns]	to	startpoint
CTS	5	1.80	m1.cnt[16]	m1.cnt[7]
global route	5	1.69	m1.cnt[18]	m1.cnt[6]
finish	5	1.78	m1.cnt[16]	m1.cnt[7]
## area by class of cell
type	instances	area, sq um
sequential	59	1360
multi-input combinational	239	1550
fill	669	3780
inverter	23	86.3
timing repair buffer	36	353
tap	99	124
clock buffer	8	80.1
## registers in the layout, indices dropped and copies added, names as in the netlist
name             count
m1.cnt              29
m1.sync              1
m2.action            3
m2.cnt               3
m2.height            3
m2.mode_out          2
m2.return_crane      1
m2.state            10
out_height           7
## kinds of logic after synthesis
| family | share of synthesized area |
|---|---|
| AND-OR/OR-AND | 0.0948 |
| adder cells (fa/ha/maj) | 0.0651 |
| multiplexers | 0.0378 |
| XOR/XNOR | 0.0712 |
| buffers and inverters | 0.0553 |
| other | 0.00122 |
| AND/OR/NAND/NOR | 0.231 |
| flip-flops | 0.443 |
## metal layers
metal,routed length (microns),global-route usage
met5,0,0
met4,50,0.0115
met3,222,0.0222
met2,2480,0.247
met1,2730,0.232
Power is estimated from default activity; no workload was simulated.
